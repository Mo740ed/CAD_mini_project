<file path="config.mk">
export PLATFORM = sky130hd
export DESIGN_NAME = tic_tac_toe_game
export DESIGN_NICKNAME = tic_tac_toe_game
export VERILOG_FILES = /design/flow/design.v
export SDC_FILE = /design/flow/constraint.sdc
export NUM_CORES = 4
export LEC_CHECK = 1
export CORE_AREA = 10 10 107 107
export DIE_AREA = 0 0 117 117
</file>
<file path="constraint.sdc">
current_design tic_tac_toe_game

set clk_period 3.7
set clk_io_pct 0.2

create_clock -name clk0 -period $clk_period [get_ports {clock}]

set non_clock_inputs [all_inputs -no_clocks]
set_input_delay [expr $clk_period * $clk_io_pct] -clock clk0 $non_clock_inputs
set_output_delay [expr $clk_period * $clk_io_pct] -clock clk0 [all_outputs]
</file>
<file path="design.v">
module tic_tac_toe_game(
     input clock,  
     input reset,  
     input play,  
     input pc,  
     input [3:0] computer_position,player_position, 
     output wire [1:0] pos1,pos2,pos3,
     pos4,pos5,pos6,pos7,pos8,pos9,
     output wire[1:0]who 
     );
 wire [15:0] PC_en; 
 wire [15:0] PL_en;  
 wire illegal_move;  
 wire win;  
 wire computer_play;  
 wire player_play;  
 wire no_space;  
  position_registers position_reg_unit(
      clock,  
      reset,  
      illegal_move,  
      PC_en[8:0],  
      PL_en[8:0],  
      pos1,pos2,pos3,pos4,pos5,pos6,pos7,pos8,pos9 
      );
 winner_detector win_detect_unit(pos1,pos2,pos3,pos4,pos5,pos6,pos7,pos8,pos9,win,who);
 position_decoder pd1(computer_position,computer_play,PC_en);
 position_decoder pd2(player_position,player_play,PL_en); 
  illegal_move_detector imd_unit(
   pos1,pos2,pos3,pos4,pos5,pos6,pos7,pos8,pos9, 
   PC_en[8:0], PL_en[8:0], 
   illegal_move
   );
 nospace_detector nsd_unit(
   pos1,pos2,pos3,pos4,pos5,pos6,pos7,pos8,pos9, 
   no_space
    ); 
 fsm_controller tic_tac_toe_controller(
     clock, 
     reset, 
     play,  
     pc, 
     illegal_move, 
     no_space,  
     win,  
     computer_play,  
     player_play  
     );    
endmodule 
module position_registers(
      input clock,  
      input reset,  
      input illegal_move,  
      input [8:0] PC_en,  
      input [8:0] PL_en,  
      output reg[1:0] pos1,pos2,pos3,pos4,pos5,pos6,pos7,pos8,pos9 
      );
 always @(posedge clock or posedge reset)
 begin
  if(reset) 
   pos1 <= 2'b00;
  else begin
   if(illegal_move==1'b1)
    pos1 <= pos1; 
   else if(PC_en[0]==1'b1)
    pos1 <= 2'b10;  
   else if (PL_en[0]==1'b1)
    pos1 <= 2'b01; 
   else 
    pos1 <= pos1; 
  end 
 end 
 always @(posedge clock or posedge reset)
 begin
  if(reset) 
   pos2 <= 2'b00;
  else begin
   if(illegal_move==1'b1)
    pos2 <= pos2; 
   else if(PC_en[1]==1'b1)
    pos2 <= 2'b10;  
   else if (PL_en[1]==1'b1)
    pos2 <= 2'b01; 
   else 
    pos2 <= pos2; 
  end 
 end 
 always @(posedge clock or posedge reset)
 begin
  if(reset) 
   pos3 <= 2'b00;
  else begin
   if(illegal_move==1'b1)
    pos3 <= pos3; 
   else if(PC_en[2]==1'b1)
    pos3 <= 2'b10;  
   else if (PL_en[2]==1'b1)
    pos3 <= 2'b01; 
   else 
    pos3 <= pos3; 
  end 
 end  
 always @(posedge clock or posedge reset)
 begin
  if(reset) 
   pos4 <= 2'b00;
  else begin
   if(illegal_move==1'b1)
    pos4 <= pos4; 
   else if(PC_en[3]==1'b1)
    pos4 <= 2'b10;  
   else if (PL_en[3]==1'b1)
    pos4 <= 2'b01; 
   else 
    pos4 <= pos4; 
  end 
 end 
 always @(posedge clock or posedge reset)
 begin
  if(reset) 
   pos5 <= 2'b00;
  else begin
   if(illegal_move==1'b1)
    pos5 <= pos5; 
   else if(PC_en[4]==1'b1)
    pos5 <= 2'b10;  
   else if (PL_en[4]==1'b1)
    pos5 <= 2'b01; 
   else 
    pos5 <= pos5; 
  end 
 end 
 always @(posedge clock or posedge reset)
 begin
  if(reset) 
   pos6 <= 2'b00;
  else begin
   if(illegal_move==1'b1)
    pos6 <= pos6; 
   else if(PC_en[5]==1'b1)
    pos6 <= 2'b10;  
   else if (PL_en[5]==1'b1)
    pos6 <= 2'b01; 
   else 
    pos6 <= pos6; 
  end 
 end 
 always @(posedge clock or posedge reset)
 begin
  if(reset) 
   pos7 <= 2'b00;
  else begin
   if(illegal_move==1'b1)
    pos7 <= pos7; 
   else if(PC_en[6]==1'b1)
    pos7 <= 2'b10;  
   else if (PL_en[6]==1'b1)
    pos7 <= 2'b01; 
   else 
    pos7 <= pos7; 
  end 
 end 
 always @(posedge clock or posedge reset)
 begin
  if(reset) 
   pos8 <= 2'b00;
  else begin
   if(illegal_move==1'b1)
    pos8 <= pos8; 
   else if(PC_en[7]==1'b1)
    pos8 <= 2'b10;  
   else if (PL_en[7]==1'b1)
    pos8 <= 2'b01; 
   else 
    pos8 <= pos8; 
  end 
 end 
 always @(posedge clock or posedge reset)
 begin
  if(reset) 
   pos9 <= 2'b00;
  else begin
   if(illegal_move==1'b1)
    pos9 <= pos9; 
   else if(PC_en[8]==1'b1)
    pos9 <= 2'b10;  
   else if (PL_en[8]==1'b1)
    pos9 <= 2'b01; 
   else 
    pos9 <= pos9; 
  end 
 end  
endmodule 
module fsm_controller(
     input clock, 
     input reset, 
     play,  
     pc, 
     illegal_move, 
     no_space,  
     win,  
     output reg computer_play,  
     player_play  
     );
parameter IDLE=2'b00;
parameter PLAYER=2'b01;
parameter COMPUTER=2'b10;
parameter GAME_DONE=2'b11;
reg[1:0] current_state, next_state;
always @(posedge clock or posedge reset) 
begin 
 if(reset)
  current_state <= IDLE;
 else 
  current_state <= next_state;
end 
always @(*)
 begin
 case(current_state)
 IDLE: begin 
  if(reset==1'b0 && play == 1'b1)
   next_state <= PLAYER;  
  else 
   next_state <= IDLE;
  player_play <= 1'b0;
  computer_play <= 1'b0;
 end 
 PLAYER:begin 
  player_play <= 1'b1;
  computer_play <= 1'b0;
  if(illegal_move==1'b0)
   next_state <= COMPUTER;  
  else 
   next_state <= IDLE;
 end 
 COMPUTER:begin 
  player_play <= 1'b0;
  if(pc==1'b0) begin 
   next_state <= COMPUTER;
   computer_play <= 1'b0;
  end
  else if(win==1'b0 && no_space == 1'b0)
  begin 
   next_state <= IDLE;
   computer_play <= 1'b1; 
  end 
  else if(no_space == 1 || win ==1'b1)
  begin 
   next_state <= GAME_DONE;  
   computer_play <= 1'b1; 
  end  
 end 
 GAME_DONE:begin  
  player_play <= 1'b0;
  computer_play <= 1'b0; 
  if(reset==1'b1) 
   next_state <= IDLE; 
  else 
   next_state <= GAME_DONE;  
 end 
 default: next_state <= IDLE; 
 endcase
 end
endmodule 
module nospace_detector(
   input [1:0] pos1,pos2,pos3,pos4,pos5,pos6,pos7,pos8,pos9, 
   output wire no_space
    );
wire temp1,temp2,temp3,temp4,temp5,temp6,temp7,temp8,temp9;
assign temp1 = pos1[1] | pos1[0];
assign temp2 = pos2[1] | pos2[0];
assign temp3 = pos3[1] | pos3[0];
assign temp4 = pos4[1] | pos4[0];
assign temp5 = pos5[1] | pos5[0];
assign temp6 = pos6[1] | pos6[0];
assign temp7 = pos7[1] | pos7[0];
assign temp8 = pos8[1] | pos8[0];
assign temp9 = pos9[1] | pos9[0];
assign no_space =((((((((temp1 & temp2) & temp3) & temp4) & temp5) & temp6) & temp7) & temp8) & temp9);
endmodule 
module illegal_move_detector(
   input [1:0] pos1,pos2,pos3,pos4,pos5,pos6,pos7,pos8,pos9, 
   input [8:0] PC_en, PL_en, 
   output wire illegal_move
   );
wire temp1,temp2,temp3,temp4,temp5,temp6,temp7,temp8,temp9;
wire temp11,temp12,temp13,temp14,temp15,temp16,temp17,temp18,temp19;
wire temp21,temp22;
assign temp1 = (pos1[1] | pos1[0]) & PL_en[0];
assign temp2 = (pos2[1] | pos2[0]) & PL_en[1];
assign temp3 = (pos3[1] | pos3[0]) & PL_en[2];
assign temp4 = (pos4[1] | pos4[0]) & PL_en[3];
assign temp5 = (pos5[1] | pos5[0]) & PL_en[4];
assign temp6 = (pos6[1] | pos6[0]) & PL_en[5];
assign temp7 = (pos7[1] | pos7[0]) & PL_en[6];
assign temp8 = (pos8[1] | pos8[0]) & PL_en[7];
assign temp9 = (pos9[1] | pos9[0]) & PL_en[8];
assign temp11 = (pos1[1] | pos1[0]) & PC_en[0];
assign temp12 = (pos2[1] | pos2[0]) & PC_en[1];
assign temp13 = (pos3[1] | pos3[0]) & PC_en[2];
assign temp14 = (pos4[1] | pos4[0]) & PC_en[3];
assign temp15 = (pos5[1] | pos5[0]) & PC_en[4];
assign temp16 = (pos6[1] | pos6[0]) & PC_en[5];
assign temp17 = (pos7[1] | pos7[0]) & PC_en[6];
assign temp18 = (pos8[1] | pos8[0]) & PC_en[7];
assign temp19 = (pos9[1] | pos9[0]) & PC_en[8];
assign temp21 =((((((((temp1 | temp2) | temp3) | temp4) | temp5) | temp6) | temp7) | temp8) | temp9);
assign temp22 =((((((((temp11 | temp12) | temp13) | temp14) | temp15) | temp16) | temp17) | temp18) | temp19);
assign illegal_move = temp21 | temp22 ;
endmodule 
module position_decoder(input[3:0] in, input enable, output wire [15:0] out_en);
 reg[15:0] temp1;
 assign out_en = (enable==1'b1)?temp1:16'd0;
 always @(*)
 begin
 case(in)
 4'd0: temp1 <= 16'b0000000000000001;
 4'd1: temp1 <= 16'b0000000000000010; 
 4'd2: temp1 <= 16'b0000000000000100;
 4'd3: temp1 <= 16'b0000000000001000;
 4'd4: temp1 <= 16'b0000000000010000;
 4'd5: temp1 <= 16'b0000000000100000;
 4'd6: temp1 <= 16'b0000000001000000;
 4'd7: temp1 <= 16'b0000000010000000;
 4'd8: temp1 <= 16'b0000000100000000;
 4'd9: temp1 <= 16'b0000001000000000;
 4'd10: temp1 <= 16'b0000010000000000;
 4'd11: temp1 <= 16'b0000100000000000;
 4'd12: temp1 <= 16'b0001000000000000;
 4'd13: temp1 <= 16'b0010000000000000;
 4'd14: temp1 <= 16'b0100000000000000;
 4'd15: temp1 <= 16'b1000000000000000;
 default: temp1 <= 16'b0000000000000001; 
 endcase 
end 
endmodule 
module winner_detector(input [1:0] pos1,pos2,pos3,pos4,pos5,pos6,pos7,pos8,pos9, output wire winner, output wire [1:0]who);
wire win1,win2,win3,win4,win5,win6,win7,win8;
wire [1:0] who1,who2,who3,who4,who5,who6,who7,who8;
winner_detect_3 u1(pos1,pos2,pos3,win1,who1); 
winner_detect_3 u2(pos4,pos5,pos6,win2,who2); 
winner_detect_3 u3(pos7,pos8,pos9,win3,who3); 
winner_detect_3 u4(pos1,pos4,pos7,win4,who4); 
winner_detect_3 u5(pos2,pos5,pos8,win5,who5); 
winner_detect_3 u6(pos3,pos6,pos9,win6,who6); 
winner_detect_3 u7(pos1,pos5,pos9,win7,who7); 
winner_detect_3 u8(pos3,pos5,pos6,win8,who8); 
assign winner = (((((((win1 | win2) | win3) | win4) | win5) | win6) | win7) | win8);
assign who = (((((((who1 | who2) | who3) | who4) | who5) | who6) | who7) | who8);
endmodule 
module winner_detect_3(input [1:0] pos0,pos1,pos2, output wire winner, output wire [1:0]who);
wire [1:0] temp0,temp1,temp2;
wire temp3;
assign temp0[1] = !(pos0[1]^pos1[1]);
assign temp0[0] = !(pos0[0]^pos1[0]);
assign temp1[1] = !(pos2[1]^pos1[1]);
assign temp1[0] = !(pos2[0]^pos1[0]);
assign temp2[1] = temp0[1] & temp1[1];
assign temp2[0] = temp0[0] & temp1[0];
assign temp3 = pos0[1] | pos0[0];
assign winner = temp3 & temp2[1] & temp2[0];
assign who[1] = winner & pos0[1];
assign who[0] = winner & pos0[0];
endmodule
</file>
<file path="run.sh">
#!/bin/bash
# OpenROAD 26Q1-2900-gdf79404cd8, Yosys 0.63+post, stock flow scripts
make -C /OpenROAD-flow-scripts/flow DESIGN_CONFIG=/design/flow/config.mk WORK_HOME=/design/flow/orfs finish
</file>
==> results.yml <==
# synthesis and place-and-route metrics
critical_path:
  cp_max_fo: 10
  crit_start: "position_reg_unit.pos1[0]"
  worstReg2RegStart: "tic_tac_toe_controller.current_state[0]"
  endpoint_kind: "primary output"
  start_kind: "flop"
  arrival_ns: 2.58
  required_ns: 2.96
  regToRegSetupSlack_ns: 1.02
  ff2ff_path_depth: 10
  critical_path_class: "flop to primary output"
die:
  rows: 35
  coreArea_sq_um: 9200
  boundaryPins: 32
  die_y_microns: 117
  die-area_sq_um: 13700
  die_w_microns: 117
  fp_util: 0.178
final_timing:
  fin_crit_sh: 0.897
  slew_headroom: 0.441
  fin_ws_ns: 0.380
  finalSetupTns_ns: 0
  unclocked_regs: 3
  untimed_endpoints: 3
  slew_violations: 0
  finalHoldViolCount: 0
  rsz0062_at_grt: "no"
  max_freq_mhz: 301
  setup_viol: 0
  post-route-min-period_ns: 3.32
  fin_worst_skew_ns: 0.00443
  worstMarginPinSlew_ns: 0.837
logic_synthesis:
  synthArstFlopShare: 0.870
  yosys.area.top_type: "dfrtp_1"
  synth.avg_cell_area_sq_um: 8.68
  yosys-stat-area_sq_um: 1640
  ys_warn_count: 3
  netlist_top_cells_count: "dfrtp_1, nor3_1, nor2_1"
  synth.distinct_cells: 54
  ff_type: "dfrtp_1"
  synth.most_common_cell: "dfrtp_1"
  syn_inst: 189
  topCellsByArea: "dfrtp_1, nor3_1, and3_1"
  synth-edff-count: 0
  top_area_frac: 0.305
  ys_cells: 189
  ys_ff: 23
  syn-cell-area_sq_um: 1640
cts:
  clockBufferDepth: 2
  insertion_delay_ns: 0.26
  hold_buffers: 0
  cts_tree: "done"
  cts_buffers: 3
  htreeDepth: 1
  ctsResizeCount: 0
  cts_setup_buffers: 0
  path_clk_slew_ns: 0.07
  clockRootBuffer: "clkbuf_8"
detailed_routing:
  via_per_inst: 4.83
  drcViolationCount: 0
  ant_nets: 0
  n_antenna_cell: 0
  drt_wl_total_mm: 5.14
  dr.pass1.iters: 4
  first_iter_violations: 94
  wire_per_inst_microns: 16.0
  vias: 1555
place:
  numPortBuffers: 31
  gp_congestion: 0.947
  placed_cells: 318
  dp_slack_ns: 0.309
  place_hpwl_mm: 3.92
global_route:
  grt_max_degree: 23
  grt_pass1_wl_mm: 8.51
  antenna_found_initial: 0
  grt_usage: 0.0779
  grt_pass1_vias: 1525
  grt-ovfl-total: 0
power:
  power_density_nw_per_um2: 363
  power_uw: 748
  ir_drop_mv: 0.127
  power.leakage_uw: 0.000860
run:
  warning_count: 25
  maxCapViolCount: 0
finish:
  syn_to_final_growth_pct: 25.6
  final_cells: 322
  drive_above_1_share: 0.0758
  fillers: 985
  final_util: 0.224
outcome:
  status: "completed"
min_path:
  holdPathStages: 1
  hp-class: "flop to flop"
  hp-start: "position_reg_unit.pos8[1]"
-- per-stage QoR --
stage	instance area (sq um)	hold WS (ns)
2_1_floorplan	1650	0.527
3_3_place_gp	2000	0.643
3_5_place_dp	2000	0.649
4_1_cts	2060	0.660
5_1_grt	2060	0.720
6_report	2060	0.669
-- per-layer routing --
layer  GRT usage  routed length, microns  vias up
li1            -                       -      760
met1       0.102                    2120      741
met2       0.124                    2440       52
met3      0.0268                     564        2
met4      0.0124                      23        0
met5           0                       0        -
-- area by class of cell --
class	count	area, sq um	area share
Clock buffer	4	55.1	0.0267
Inverter	6	22.5	0.0109
Multi-Input combinational cell	147	987	0.479
Sequential cell	23	546	0.265
Tap cell	111	139	0.0674
Timing Repair Buffer	31	310	0.151
-- sequential cells by signal (all words and copies together), names as in the netlist --
name                                  count
position_reg_unit.pos1                    2
position_reg_unit.pos2                    2
position_reg_unit.pos3                    2
position_reg_unit.pos4                    2
position_reg_unit.pos5                    2
position_reg_unit.pos6                    2
position_reg_unit.pos7                    2
position_reg_unit.pos8                    2
position_reg_unit.pos9                    2
tic_tac_toe_controller.current_state      2
tic_tac_toe_controller.next_state         2
tic_tac_toe_controller.computer_play      1
-- cell families after synthesis --
kind of cell / share of synthesized area
compound gates: 0.233
buf+inv: 0.0702
flops: 0.305
latches: 0.0275
mux: 0.0275
other cells: 0.00229
simple gates: 0.334
-- worst max-delay path, stage by stage, from the launching register on --
cell	delay (ns)
dfrtp_1	0.53
and3_1	0.25
o22ai_1	0.18
a21oi_1	0.09
or3_1	0.48
a221o_1	0.38
clkdlybuf4s50_1	0.43
-- power by group --
| part | internal, uW | total [uW] | leakage [uW] | switching, uW |
|---|---|---|---|---|
| Clock | 94.6 | 165 | 0.0000288 | 70.8 |
| Combinational | 145 | 241 | 0.000561 | 96.0 |
| Sequential | 251 | 342 | 0.000270 | 90.3 |
| Total | 491 | 748 | 0.000860 | 257 |
-- path summary, 6_finish.rpt --
kind,end
max in group asynchronous,position_reg_unit.pos8[1]
worst min-delay path,position_reg_unit.pos8[1]
min in group asynchronous,position_reg_unit.pos9[0]
worst max register to register,tic_tac_toe_controller.current_state[1]
worst max-delay path,who[0]
worst min register to register,position_reg_unit.pos8[1]
-- cell usage in the layout, fill, tap and decap left out, types with 2 or more instances in the layout --
| cell type | count |
|---|---|
| a211oi_1 | 2 |
| a21o_1 | 2 |
| a21oi_1 | 4 |
| a221o_1 | 2 |
| a31o_1 | 2 |
| a31oi_1 | 5 |
| a41o_1 | 5 |
| a41oi_1 | 4 |
| and2_1 | 2 |
| and3_1 | 11 |
| clkbuf_8 | 4 |
| clkdlybuf4s50_1 | 31 |
| conb_1 | 3 |
| dfrtp_1 | 20 |
| dlxtn_1 | 3 |
| inv_1 | 6 |
| mux4_2 | 2 |
| nand2_1 | 11 |
| nand2b_1 | 4 |
| nand3_1 | 9 |
| nand3b_1 | 2 |
| nor2_1 | 13 |
| nor2b_1 | 6 |
| nor3_1 | 14 |
| nor4_1 | 2 |
| nor4b_1 | 2 |
| o21ai_0 | 6 |
| o21ai_1 | 2 |
| o21bai_1 | 4 |
| o22ai_1 | 2 |
| o31ai_1 | 2 |
| or3_1 | 4 |
Power and IR drop assume default switching activity.
